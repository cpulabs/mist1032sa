==> /design/flow/design.v <==
`default_nettype none
module mul4(
				input	[3 : 0]			iSOURCE0,
				input	[3 : 0]			iSOURCE1,
				output	[7 : 0]			oOUTPUT);
	assign	oOUTPUT	=	((iSOURCE0[0])? iSOURCE1 : 7'h00) + ((iSOURCE0[1])? iSOURCE1 << 1 : 7'h00) + ((iSOURCE0[2])? iSOURCE1 << 2 : 7'h00) + ((iSOURCE0[3])? iSOURCE1 << 3 : 7'h00);
endmodule
module mul32(
				input	[31 : 0]		iSOURCE0,
				input	[31 : 0]		iSOURCE1,
				output	[63 : 0]		oDATA,
				output					oHSF,
				output					oHOF,				
				output					oHCF,
				output					oHPF,
				output					oHZF,
				output					oLSF,
				output					oLOF,				
				output					oLCF,
				output					oLPF,
				output					oLZF);
	wire	[63:0]		w_tmp_out;
	assign	w_tmp_out	=		((iSOURCE0[0])? iSOURCE1 : 64'h00) + ((iSOURCE0[1])? iSOURCE1 << 1 : 64'h00) + ((iSOURCE0[2])? iSOURCE1 << 2 : 64'h00) + ((iSOURCE0[3])? iSOURCE1 << 3 : 64'h00)
								+((iSOURCE0[4])? iSOURCE1 << 4  : 64'h00) + ((iSOURCE0[5])? iSOURCE1 << 5 : 64'h00) + ((iSOURCE0[6])? iSOURCE1 << 6 : 64'h00) + ((iSOURCE0[7])? iSOURCE1 << 7 : 64'h00)
								+((iSOURCE0[8])? iSOURCE1 << 8  : 64'h00) + ((iSOURCE0[9])? iSOURCE1 << 9 : 64'h00) + ((iSOURCE0[10])? iSOURCE1 << 10 : 64'h00) + ((iSOURCE0[11])? iSOURCE1 << 11 : 64'h00)
								+((iSOURCE0[12])? iSOURCE1 << 12  : 64'h00) + ((iSOURCE0[13])? iSOURCE1 << 13 : 64'h00) + ((iSOURCE0[14])? iSOURCE1 << 14 : 64'h00) + ((iSOURCE0[15])? iSOURCE1 << 15 : 64'h00)
								+((iSOURCE0[16])? iSOURCE1 << 16  : 64'h00) + ((iSOURCE0[17])? iSOURCE1 << 17 : 64'h00) + ((iSOURCE0[18])? iSOURCE1 << 18 : 64'h00) + ((iSOURCE0[19])? iSOURCE1 << 19 : 64'h00)					
								+((iSOURCE0[20])? iSOURCE1 << 20  : 64'h00) + ((iSOURCE0[21])? iSOURCE1 << 21 : 64'h00) + ((iSOURCE0[22])? iSOURCE1 << 22 : 64'h00) + ((iSOURCE0[23])? iSOURCE1 << 23 : 64'h00)
								+((iSOURCE0[24])? iSOURCE1 << 24  : 64'h00) + ((iSOURCE0[25])? iSOURCE1 << 25 : 64'h00) + ((iSOURCE0[26])? iSOURCE1 << 26 : 64'h00) + ((iSOURCE0[27])? iSOURCE1 << 27 : 64'h00)
								+((iSOURCE0[28])? iSOURCE1 << 28  : 64'h00) + ((iSOURCE0[29])? iSOURCE1 << 29 : 64'h00) + ((iSOURCE0[30])? iSOURCE1 << 30 : 64'h00) + ((iSOURCE0[31])? iSOURCE1 << 31 : 64'h00);
	assign	oDATA		=		w_tmp_out;
	assign	oHSF		=		w_tmp_out[31];
	assign	oHOF		=		w_tmp_out[32] ^ w_tmp_out[31];
	assign	oHCF		=		w_tmp_out[32];
	assign	oHPF		=		w_tmp_out[0];
	assign	oHZF		=		(w_tmp_out[32:0] == {33{1'b0}})? 1'b1 : 1'b0;
	assign	oLSF		=		w_tmp_out[32];
	assign	oLOF		=		w_tmp_out[63];
	assign	oLCF		=		1'b0;
	assign	oLPF		=		w_tmp_out[32];
	assign	oLZF		=		(w_tmp_out == {64{1'b0}})? 1'b1 : 1'b0;
endmodule
`default_nettype wire
==> /design/flow/run.sh <==
#!/bin/bash
# OpenROAD 26Q1-2900-gdf79404cd8, Yosys 0.63+post, stock flow scripts
make -C /OpenROAD-flow-scripts/flow DESIGN_CONFIG=/design/flow/config.mk WORK_HOME=/design/flow/orfs finish
==> /design/flow/config.mk <==
export PLATFORM = sky130hd
export DESIGN_NAME = mul32
export DESIGN_NICKNAME = mul32
export VERILOG_FILES = /design/flow/design.v
export SDC_FILE = /design/flow/constraint.sdc
export NUM_CORES = 4
export LEC_CHECK = 1
export CORE_UTILIZATION = 50
==> /design/flow/constraint.sdc <==
current_design mul32

set clk_period 37.4
set clk_io_pct 0.2

create_clock -name clk0 -period $clk_period

set non_clock_inputs [all_inputs -no_clocks]
set_input_delay [expr $clk_period * $clk_io_pct] -clock clk0 $non_clock_inputs
set_output_delay [expr $clk_period * $clk_io_pct] -clock clk0 [all_outputs]
==> summary.rpt <==
FLOW METRICS REPORT
----------------------------------------------------
[Run status]
  Result of the run ........................ complete, but fails checks
  Violated checks ........................ DRC

[Synthesis]
  Mux frac, synth ........................ 0.183%
  Library cells used by synthesis ........................ 83
  Combinational family with the most area after synthesis ........................ adder cells
  Xor/xnor share ........................ 0.891%
  Count of mapped cells out of synthesis ........................ 3815
  Adder-Cell Fraction of Synth Area ........................ 63.6%
  Compound-Gate Fraction of Synth Area ........................ 4.90%
  Yosys stat chip area ........................ between 30000 and 40000 µm²
  Yosys Warn Count ........................ 0
  Mapped Area ........................ 33400 µm²
  Post-synthesis simple-gate area fraction ........................ between 15 and 20%
  Sequential element share of the synthesized area ........................ 0%
  Number of cells in the yosys synthesis report ........................ between 3000 and 4000
  Average instance area after synthesis ........................ 8.76 µm²

[Drt]
  Iter 0 DRT Violations ........................ 1149
  Detailed-route via count ........................ about 25000
  Number of detailed-routing iterations run before antenna repair ........................ 48
  Antenna-violating nets left ........................ 0
  Vias per cell ........................ 5.36
  Drt wl/cell ........................ about 21 µm
  Post-route DRC violation count ........................ 6
  Number of antenna diodes ........................ 0
  Sum of routed wire length over all layers ........................ 96900 µm

[Global route]
  Number of global-route vias before repair ........................ 26700
  Total grt overflow ........................ 0
  First-pass GRT wire length ........................ 156000 µm
  Pin count of the biggest net entering global routing ........................ 33
  Number of antenna violations at the first check in global routing ........................ 1
  Global router's overall resource usage ........................ between 30% and 40%

[Placement]
  Worst setup timing slack at the placement stage ........................ 12430 ps
  Post-placement cell count ........................ 4657
  Sum of net half-perimeters after detailed placement ........................ 76600 µm
  Cell area reported after detailed placement ........................ 35500 µm²
  Number of input and output port buffers inserted ........................ between 100 and 150
  Final Wtd Congestion ........................ 0.981

[Floorplan]
  Height of the die ........................ 261 µm
  Width of the chip ........................ 261 µm
  Effective utilization at floorplan ........................ 50.7%
  Core Rows ........................ approximately 94
  Die ar. ........................ 67900 µm²
  Number of ports placed on the die boundary ........................ 138
  Core region area ........................ 66000 µm²

[Layout]
  Non-filler instance count after layout ........................ 4657
  Leading cell types in the layout, fill and taps excluded ........................ 902 x sky130_fd_sc_hd__fa_1, 867 x sky130_fd_sc_hd__inv_1, 782 x sky130_fd_sc_hd__nand2_1
  Flip-flops ........................ 0
  Area growth from synthesis to layout ........................ 6.10%
  Clock buffer instance count of the final layout ........................ 0
  Combined flip-flop and latch cell area ........................ 0 µm²
  Filler cell count in the final layout ........................ 6107
  Layout cell share with drive strength beyond 1 ........................ 2.37%
  Post-layout instance area ........................ 35500 µm²
  Most frequently placed logic cell in the final layout ........................ sky130_fd_sc_hd__fa_1

[Timing]
  Number of hold-slack violations in the final timing report ........................ 0
  Final sum of negative setup slack ........................ 0 ps
  Slew @ Worst Pin ........................ 918 ps
  Unrepaired setup endpoints after global routing ........................ false
  Number of max-slew violations in the final report ........................ 0
  Min setup slack post-route ........................ 12450 ps
  Fin crit share ........................ 66.7%
  Fmax ........................ 40.1 MHz
  Max_slew headroom ........................ 37.2%
  Final Hold Slack ........................ 16210 ps
  Tmin final ........................ 24950 ps
  Setup violations, final ........................ 0

[Clock tree]
  Number of buffers inserted by post-CTS setup repair ........................ 0
  Post-CTS Hold Buffers ........................ 0
  Post-cts sizing count ........................ 0

[Worst setup path]
  Worst setup EP type ........................ primary output
  Largest fanout of any net on the critical path ........................ 32
  Startpoint-to-endpoint class of the critical path ........................ input pin to primary output
  Critical Path RT ........................ 29920 ps
  Critical path startpoint category ........................ input pin
  Arrival time of the worst setup path ........................ 17470 ps
  Critical path startpoint ........................ iSOURCE1[6]

[Flow run]
  Tally of max-capacitance violations ........................ 0
  Number of logged tool warnings ........................ 32

[Min path]
  Hold Path Class ........................ input pin to primary output
  Launch point of the worst hold path ........................ iSOURCE0[0]

----------------------------------------------------
metal layers:
metal | routed length (µm) | global-route usage (%) | vias to the layer above
met1 | 38900 | 49.0 | 12500
met4 | 1440 | 3.88 | 6
met5 | 264 | 2.35 | -
met3 | 15700 | 21.7 | 88
met2 | 40600 | 43.8 | 1160
li1 | - | - | 11100
critical path: stages:
cell and delay (ps):
sky130_fd_sc_hd__clkdlybuf4s50_1 460, sky130_fd_sc_hd__buf_4 430, sky130_fd_sc_hd__nand2_1 150, sky130_fd_sc_hd__fa_1 520, sky130_fd_sc_hd__fa_1 550, sky130_fd_sc_hd__inv_1 60
sky130_fd_sc_hd__fa_1 530, sky130_fd_sc_hd__inv_1 50, sky130_fd_sc_hd__fa_1 490, sky130_fd_sc_hd__inv_1 50, sky130_fd_sc_hd__fa_1 620, sky130_fd_sc_hd__fa_1 460
sky130_fd_sc_hd__fa_1 540, sky130_fd_sc_hd__fa_1 430, sky130_fd_sc_hd__ha_1 470, sky130_fd_sc_hd__nand4_1 190, sky130_fd_sc_hd__nor3_1 420, sky130_fd_sc_hd__a2bb2oi_1 230
sky130_fd_sc_hd__a2111oi_4 610, sky130_fd_sc_hd__a211oi_1 180, sky130_fd_sc_hd__or3b_2 500, sky130_fd_sc_hd__a222oi_1 610, sky130_fd_sc_hd__and4_1 470, sky130_fd_sc_hd__nand4_1 260
sky130_fd_sc_hd__nor2_1 190, sky130_fd_sc_hd__clkdlybuf4s50_1 480
final timing paths:
kind,endpoint,slack [ps],cells past startpoint
worst max-delay path,oLZF,12450,26
worst min-delay path,oHPF,16210,4
metrics by stage:
stage | util (%)
2_1_floorplan | -
3_3_place_gp | 53.8
3_5_place_dp | 53.8
4_1_cts | 53.8
5_1_grt | 53.8
6_report | 53.8
final cells by class:
class | count | area (µm²) | area share, %
timing repair buffer | 203 | 1870 | 5.26
tap | 864 | 1080 | 3.05
multi-input combinational | 2723 | 29300 | 82.5
inverter | 867 | 3250 | 9.18
synth_stat cells, drive strengths merged (9+ instances only):
master	n	area share [%]
fa	902	54
inv	867	9.7
nand2	782	8.8
and2	318	6.0
ha	257	9.6
clkbuf	212	2.4
a21oi	66	0.99
nor2	58	0.65
o21ai	35	0.52
a21o	31	0.71
nand3	22	0.33
xnor2	22	0.58
nand4	19	0.36
nor3	16	0.24
and3	14	0.27
and4	14	0.37
buf	12	0.25
or3	12	0.23
xor2	12	0.31
o211ai	10	0.22
o21bai	10	0.22
a31oi	9	0.17
or4	9	0.21
cells by family after synthesis:
logic type	Yosys count
AND-OR/OR-AND	236
XOR/XNOR	34
adder cells (fa/ha/maj)	1159
buffers and inverters	1092
multiplexers	6
other	1
AND/OR/NAND/NOR	1287
